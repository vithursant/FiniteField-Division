--- config.mk ---
export PLATFORM = sky130hd
export DESIGN_NAME = ffamuldivinv
export DESIGN_NICKNAME = ffamuldivinv
export VERILOG_FILES = /design/flow/design.v
export SDC_FILE = /design/flow/constraint.sdc
export NUM_CORES = 4
export LEC_CHECK = 1
export CORE_UTILIZATION = 50
--- constraint.sdc ---
current_design ffamuldivinv

set clk_period 37.4
set clk_io_pct 0.2

create_clock -name clk0 -period $clk_period [get_ports {clock}]

set non_clock_inputs [all_inputs -no_clocks]
set_input_delay [expr $clk_period * $clk_io_pct] -clock clk0 $non_clock_inputs
set_output_delay [expr $clk_period * $clk_io_pct] -clock clk0 [all_outputs]
--- design.v ---
`timescale 1ns / 1ps
module ffamuldivinv(
 input              clock,
 input      [7:0]   dividend,
 input      [7:0]   divisor,
 output reg [17:0]   out );
 always @(posedge clock)
 begin
 	out = finitefieldarth_div(dividend, divisor);
 end
 function [17:0] finitefieldarth_div;  
    input [8:0] operdA;	 
    input [8:0] operdB;	 
    reg  [8:0] quotient;	 
    reg  [8:0] remainder;	 
    reg  [8:0] temp_result;
    reg  [3:0] degA;
    reg  [3:0] degr;
    reg  [3:0] div_count;
    reg  [3:0] deg_count;
    begin
        quotient  = 8'h0;	 
        remainder = operdA;	 
        for(div_count = 0; div_count < 8 ; div_count = div_count + 1)            
        begin                                                                    
            deg_count = (polytoleadterm(remainder) - polytoleadterm(operdB));	 
            if(polytoleadterm(remainder) >= polytoleadterm(operdB))              
            begin
                temp_result  = leadtermtopoly(deg_count);						 
                quotient     = quotient ^ temp_result;
                remainder    = remainder ^ (operdB << deg_count);
            end
            else
            begin
                temp_result  = temp_result;
                quotient     = quotient;
                remainder    = remainder;
            end
        end
        finitefieldarth_div = {quotient, remainder};  
    end
 endfunction
 function [3:0] polytoleadterm;  
    input [8:0] operlA;
    begin
        casez (operlA)
            9'b1???????? : polytoleadterm = 4'h9;
            9'b01??????? : polytoleadterm = 4'h8;
            9'b001?????? : polytoleadterm = 4'h7;
            9'b0001????? : polytoleadterm = 4'h6;
            9'b00001???? : polytoleadterm = 4'h5;
            9'b000001??? : polytoleadterm = 4'h4;
            9'b0000001?? : polytoleadterm = 4'h3;
            9'b00000001? : polytoleadterm = 4'h2;
            9'b000000001 : polytoleadterm = 4'h1;
            default      : polytoleadterm = 4'h0;
        endcase
    end
 endfunction
 function [8:0] leadtermtopoly;
    input [3:0] operlA;
    begin
        case (operlA)
            4'h8 : leadtermtopoly = 9'b100000000;
            4'h7 : leadtermtopoly = 9'b010000000;
            4'h6 : leadtermtopoly = 9'b001000000;
            4'h5 : leadtermtopoly = 9'b000100000;
            4'h4 : leadtermtopoly = 9'b000010000;
            4'h3 : leadtermtopoly = 9'b000001000;
            4'h2 : leadtermtopoly = 9'b000000100;
            4'h1 : leadtermtopoly = 9'b000000010;
            4'h0 : leadtermtopoly = 9'b000000001;
            default : leadtermtopoly= 9'b000000000;
        endcase
    end
 endfunction
endmodule
--- run.sh ---
#!/bin/bash
# OpenROAD 26Q1-2900-gdf79404cd8, Yosys 0.63+post, stock flow scripts
make -C /OpenROAD-flow-scripts/flow DESIGN_CONFIG=/design/flow/config.mk WORK_HOME=/design/flow/orfs finish
==> results.txt <==
Top cell area share -> 12.2%
Hold crit path type -> in2reg
Register share after synthesis -> 5.24%
Hold EP -> out[0]
Worst path max stage delay -> 980 ps
Setup violations, final -> 0
Pin count of the biggest net entering global routing -> 35
Share of the clock period used by the worst path -> 87.6%
Post-CTS Setup Bufs -> 0
CP arrival -> 32920 ps
Synthesized area per cell -> 7.38 µm²
Setup crit end kind -> register
Layout cell share with drive strength beyond 1 -> 8.08%
Post-detailed-route count of antenna-violating nets -> 0
Comb gate area -> 6210 µm²
Async set-reset flop share out of synthesis -> 0%
Final min period -> 32760 ps
Initial DRC count -> 671
Post-CTS Hold Fix Bufs -> 0
Wire length of the first global-routing pass -> 34300 µm
Worst min-delay path startpoint -> divisor[0]
Max Clk Rate -> 0.0305 GHz
Die area -> 14200 µm²
TNS Setup -> 0 ps
GP Congestion -> 0.991
Initial Utilization -> 51.5%
WHS Path Cells -> 4
Max-Cap Viols -> 0
Cell mode on critical path -> nor2_1
Register Area -> 360 µm²
Drt wl/cell -> 20.1 µm
Ys flops -> 18
Vias/cell -> 6.12
Log Warnings -> 25
Cell total in the yosys stat output -> 932
Yosys Chip Area -> 6880 µm²
Hold Vio Cnt, Final -> 0
Critical path type -> in2reg
Clock Tree Root -> clkbuf_16
Measured slew at the worst slew-check pin -> 1100 ps
IO Pins -> 35
CTS Buf Count -> 3
Clock sinks -> 18
Grt ovf -> 0
Core Area -> 13300 µm²
DP Wirelength -> 17000 µm
Gr usage total -> 32.4%
Number of core rows -> 42
# resized after CTS -> 0
Distinct lib cells used -> 76
Required time worst endpoint -> 37560 ps
Placed cells -> 1100
CP Launch Type -> primary input
Total number of vias -> 6752
Max reg flops -> 18
DIE WIDTH -> 119 µm
Status -> finished clean
Final cell count without fillers -> 1104
Die height -> 119 µm
Worst-path clk slew -> 50 ps
# H-tree levels -> 1
Detailed Route WL -> 22200 µm
DRC viols -> 0
Vias in the first global route -> 6140
Ant diodes -> 0
Fin. max-slew vios -> 0
Yosys warns -> 1
Top FF cell, synth -> dfxtp_1
Initial antenna violation count -> 0
Max Root-Sink Buffers -> 2
RSZ-0062 raised after global routing -> false
Buffers added on ports -> 34
Cells after Synth -> 932
FILL cells -> 1260
Number of enable flip-flop cells -> 0
Critical path's slowest cell -> fa_1
Relative slew slack -> 26.2%
Largest cells by area -> xnor2_1 12%, nand2_1 6.6%, xor2_1 6.2%
P&R area growth vs syn -> 7.46%
Crit-path max FO -> 25
Cell type with the largest total area -> xnor2_1
CTS tree -> done
First drt pass iteration count -> 5
Area of the mapped netlist -> 6880 µm²
[through the flow]
stage	hold slack, ps	setup WS [ps]	util (%)	area [µm²]
final	8250	4640	55.4	7390
after global routing	8250	2740	55.4	7390
after CTS	8210	4950	55.4	7390
after detailed placement	8140	4800	54.7	7300
after global placement	8140	4890	54.7	7300
after floorplan	7740	9220	-	6880
[area by class of cell]
class | instances | area share [%]
multi-input combinational | 841 | 84.0
timing repair buffer | 48 | 6.03
sequential | 18 | 4.88
inverter | 17 | 0.864
clock buffer | 4 | 1.20
tap | 176 | 2.98
[critical path, delay by kind of cell]
family | cells | cell delay (ps)
AND/OR/NAND/NOR | 27 | 4840
adder cells (fa/ha/maj) | 14 | 7980
buffers and inverters | 4 | 1270
multiplexers | 2 | 710
AND-OR/OR-AND | 30 | 6010
XOR/XNOR | 15 | 4510
[placed cells by master (no fill, tap or decap), types with 32 or more instances in the layout]
master,Yosys,layout
clkdlybuf4s50_1,0,34
xor2_1,49,49
a21oi_1,51,51
o21ai_0,42,42
ha_1,32,32
xnor2_1,96,96
nor2_1,95,95
mux2i_1,35,35
nand2_1,121,121
[cell usage after synthesis (7+ instances only)]
library cell and n:
nand2_1 121, xnor2_1 96, nor2_1 95, a21oi_1 51, xor2_1 49, clkbuf_1 43, o21ai_0 42, mux2i_1 35
ha_1 32, nand3_1 25, nor3_1 25, dfxtp_1 18, mux2_2 18, inv_1 16, mux4_2 16, nand2b_1 16
nor2b_1 16, a21o_1 13, o21a_1 13, a211oi_1 11, nor3b_1 11, o211ai_1 11, or3_1 10, fa_1 8
a31oi_1 7, and3_1 7, buf_2 7
[worst max-delay path by stage]
stage	end	slack, ps	cells after the start	startpoint
4_1_cts	out[11]	4950	93	divisor[1]
5_1_grt	out[11]	2740	92	divisor[1]
6_report	out[11]	4640	92	divisor[1]
[logic make-up after synthesis]
| logic type | after synthesis | share of synthesized area [%] |
|---|---|---|
| AOI/OAI and AO/OA | 200 | 19.1 |
| buffers and inverters | 73 | 4.44 |
| muxes | 69 | 13.3 |
| DFF | 18 | 5.24 |
| xor gates and xnor gates | 164 | 24.1 |
| adders and majority gates | 40 | 8.15 |
| and+or+nand+nor | 368 | 25.7 |
[layer usage]
layer | track usage, % | vias up | part of all wire (%) | routed length (µm)
met3 | 8.37 | 50 | 9.3 | 2050
met5 | 0 | - | 0 | 0
met2 | 47.7 | 292 | 43 | 9490
met1 | 47.5 | 3117 | 45 | 9960
met4 | 8.62 | 0 | 2.9 | 653
li1 | - | 3293 | - | -
